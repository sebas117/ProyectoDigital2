File: config.mk
export PLATFORM = sky130hd
export DESIGN_NAME = Analyzer
export DESIGN_NICKNAME = Analyzer
export VERILOG_FILES = /design/flow/design.v
export SDC_FILE = /design/flow/constraint.sdc
export NUM_CORES = 4
export LEC_CHECK = 1
export CORE_UTILIZATION = 40
File: constraint.sdc
current_design Analyzer

set clk_period 5.4
set clk_io_pct 0.2

create_clock -name clk0 -period $clk_period [get_ports {clk}]

set non_clock_inputs [all_inputs -no_clocks]
set_input_delay [expr $clk_period * $clk_io_pct] -clock clk0 $non_clock_inputs
set_output_delay [expr $clk_period * $clk_io_pct] -clock clk0 [all_outputs]
File: design.v
`timescale 1ns / 1ps
module Analyzer(
	input [11:0]data,
	input clk,
	input init,
	input init_proc,
	output reg [14:0]addr,
	output reg done,
	output reg [2:0]res
    );
reg init_old;
reg start;
reg [14:0]count;
reg [17:0]sumaR;
reg [17:0]sumaG;
reg [17:0]sumaB;
wire [3:0]dataR;
wire [3:0]dataG;
wire [3:0]dataB;
initial begin
	init_old <= 0;
	addr <= 15'h7fff;
	done <= 0;
	count <= 0;
	sumaR <= 0;
	sumaG <= 0;
	sumaB <= 0;
end
assign dataR = data[11:8];
assign dataG = data[7:4];
assign dataB = data[3:0];
always @(posedge clk)begin
		if(init && !init_old)begin
			start <= 1;
			done <= 0;
			sumaR <= 0;
			sumaG <= 0;
			sumaB <= 0;
		end
	if(start&& init_proc)begin
		if(count >= 19200)begin
			start <= 0;
			count <= 0;
			addr <= 15'h7fff;
			done <= 1;
			if((sumaR > sumaG) && (sumaR > sumaB))begin
				res = 3'b100;
			end else begin
				if((sumaG > sumaR) && (sumaG > sumaB))begin
				res = 3'b010;
				end else begin
					if((sumaB > sumaR) && (sumaB > sumaG))begin
						res = 3'b001;
					end else begin
						res =3'b111;  
					end
				end
			end
		end else begin
			addr <= addr+1;
			count <= count+1;
			sumaR <= #1 sumaR+dataR;
			sumaG <= #1 sumaG+dataG;
			sumaB <= #1 sumaB+dataB;
			done <= 0;
		end
	end 
	init_old = init;
end
endmodule
File: run.sh
#!/bin/bash
# OpenROAD 26Q1-2900-gdf79404cd8, Yosys 0.63+post, stock flow scripts
make -C /OpenROAD-flow-scripts/flow DESIGN_CONFIG=/design/flow/config.mk WORK_HOME=/design/flow/orfs finish
==> changes_impl.md <==
### Metrics

* DP HPWL at 9660 um
* Max-cap check violation count at 0
* Number of antenna violations at the first check in global routing at 0
* Setup violators final at 0
* P per Cell Area at 431 nW/um^2
* OpenROAD warning count at 27
* GRT Resource Usage Total at 19.4%
* Cell with the most instances after synthesis: sky130_fd_sc_hd__ha_1
* Most used cell along the critical path: sky130_fd_sc_hd__o21ai_0
* Mapped cell area at 5850 sq um
* Number of cells in the yosys synthesis report at 665
* Crit Path Category: in2reg
* R2R cell count at 8
* Count of standard-cell rows at 43
* Required time of the critical path at 5.67 ns
* CP Data Arrival Time at 3.41 ns
* Number of synthesized register bits at 90
* Maximum clock rate at 318 MHz
* Clock Root Buffer: sky130_fd_sc_hd__clkbuf_16
* Met2 Track Usage GR at 28.0%
* Count of library flops with an enable pin at 34
* Synth Area per Inst at 8.80 sq um
* Critical path depth in cells at 9
* Worst Hold Margin at 0.469 ns
* Clock transition at the registers of the reported paths at 0.06 ns
* Via count of the first global-routing pass at 4585
* Path class of the lowest-slack min-delay path: reg2reg
* Number of buffers added on ports at 33
* Sequential-to-total area share from yosys stat at 36.6%
* Grt met1 use at 32.0%
* Critical path, cell by cell: clkdlybuf4s50_1 -> ha_1 -> fa_1 -> a21o_1 -> a21oi_1 -> and4b_1 -> a31oi_1 -> o21ai_0 -> o21ai_0
* Antenna cells at 0
* Setup clock skew after layout at 0.00716 ns
* Max-area cell share at 19.2%
* Final instance area at 6720 sq um
* Outcome: completed
* Worst path top cell family by delay: AND-OR/OR-AND gates
* Dominant register cell: sky130_fd_sc_hd__dfxtp_1
* Floorplan-stage core utilization at 41.5%
* Routed wire length at 13200 um
* Worst hold path cell count at 2
* Vias per Instance at 5.54
* Number of fill cells at 1249
* Final period util at 58.2%
* # hold bufs at CTS at 0
* Total clock sinks at 90
* First DRT Iteration DRCs at 319
* Top cells, area: sky130_fd_sc_hd__dfxtp_1, sky130_fd_sc_hd__edfxtp_1, sky130_fd_sc_hd__ha_1, sky130_fd_sc_hd__o21ai_0, sky130_fd_sc_hd__nand2_1
* Number of detailed-route iterations in the first pass at 5
* Unique cell type count in the Yosys netlist at 57
* Synthesized instance count at 665
* Slew Limit Headroom at 44.1%
* Global-route wire length before repair at 22400 um
* Most used standard cells in the synthesized netlist: sky130_fd_sc_hd__ha_1, sky130_fd_sc_hd__nand2_1, sky130_fd_sc_hd__dfxtp_1, sky130_fd_sc_hd__nor2_1, sky130_fd_sc_hd__o21ai_0
* Critical Path Source Type: input pin
* Insertion delay at the late pin of the worst-skew pair at 0.35 ns
* Worst-margin pin slew at 0.838 ns
* Leakage power of the design at 2.67 nW
* Fraction of registers with async set/reset at 0%
* Total cell area at the placement stage at 6350 sq um
* Synth-to-layout area growth at 14.8%
* Yosys warning total at 1
* Cell with the largest stage delay on the worst path: sky130_fd_sc_hd__fa_1
* Number of nets with antenna violations after routing at 0
* Number of buffers and inverters on the critical path at 1
* TritonCTS clock tree: done
* Pins over their slew limit at 0
* Core outline area at 14100 sq um
* RSZ-0062 raised after global routing: no
* Number of vias in the routed layout at 4856
* Wire length per cell at 15.1 um
* Met3 Track Usage GR at 3.39%
* Resized cells post-CTS at 0
* Worst slack, placed at 1.91 ns
* TNS Setup at 0 ns
* Die boundary height at 123 um
* Maximum clock path buffer count at 2
* Crit Path Max Fanout at 6
* Kind of end point of the critical path: flip-flop
* Min cycle time layout at 3.14 ns
* Last weighted congestion value of the routability-driven placer at 0.883
* Number of DRC violations after detailed routing at 0
* Setup bufs post-CTS at 0
* Number of top-level design ports at 34
* Pin count of the biggest net entering global routing at 40
* Most congested layer reported by global routing: met1
* Worst-case vdd ir drop at 208 uV
* Final Hold Violating Endpoints at 0
* Maximum single-stage delay on the critical path at 0.43 ns
* Total CTS buffers at 9
* H-tree levels at 3
* Chip width at 123 um
* Total congestion overflow at 0
* Total die area at 15100 sq um
* Largest area contributor in the synthesized netlist: sky130_fd_sc_hd__dfxtp_1
* Final setup slack of the worst path at 2.26 ns
* Share of final-layout standard cells stronger than drive strength 1 at 4.73%
* Chip Area, Yosys at 5850 sq um
-- stage by stage --
step | instances | utilization, % | power (mW)
detailed placement | 861 | 45.0 | 2.14
global placement | 861 | 45.0 | 2.11
global route | 877 | 47.6 | 3.13
floorplan | 665 | - | 1.80
finish | 877 | 47.6 | 2.90
CTS | 877 | 47.6 | 2.92
-- placed cells by master, fill, tap and decap left out, types with 3 or more instances in the layout --
master                             n
sky130_fd_sc_hd__ha_1             69
sky130_fd_sc_hd__clkdlybuf4s50_1  33
sky130_fd_sc_hd__dfxtp_1          56
sky130_fd_sc_hd__nor2b_1           3
sky130_fd_sc_hd__a41oi_1           4
sky130_fd_sc_hd__o211ai_1          3
sky130_fd_sc_hd__nand2_1          65
sky130_fd_sc_hd__buf_4             4
sky130_fd_sc_hd__nand3_1          34
sky130_fd_sc_hd__edfxtp_1         34
sky130_fd_sc_hd__a21o_1           16
sky130_fd_sc_hd__o31ai_1           7
sky130_fd_sc_hd__nor2_1           56
sky130_fd_sc_hd__o21a_1            3
sky130_fd_sc_hd__nor3_1            8
sky130_fd_sc_hd__and3_1            9
sky130_fd_sc_hd__xor2_1           13
sky130_fd_sc_hd__o21bai_1          3
sky130_fd_sc_hd__o21ai_0          55
sky130_fd_sc_hd__and2_1            5
sky130_fd_sc_hd__and4_1            5
sky130_fd_sc_hd__clkbuf_16         9
sky130_fd_sc_hd__xnor2_1          18
sky130_fd_sc_hd__a22o_1            3
sky130_fd_sc_hd__nand4_1          19
sky130_fd_sc_hd__o221ai_1          3
sky130_fd_sc_hd__a31oi_1          15
sky130_fd_sc_hd__o41ai_1           6
sky130_fd_sc_hd__bufinv_16         4
sky130_fd_sc_hd__fa_1              3
sky130_fd_sc_hd__nand2b_1          3
sky130_fd_sc_hd__inv_1            50
sky130_fd_sc_hd__a21oi_1          45
sky130_fd_sc_hd__a31o_2            3
sky130_fd_sc_hd__nor4_1            3
-- layout make-up --
cell class	instances	area, sq um	area share [%]
clock buffer	9	225	3.35
clock inverter	7	141	2.11
inverter	50	188	2.79
multi-input combinational	504	3430	51.1
sequential	90	2140	31.9
tap	180	225	3.35
timing repair buffer	37	360	5.37
-- state kept, by name, indices dropped and copies added (netlist names) --
name      cells
sumaR        18
init_old      1
count        15
addr         15
res           3
sumaB        18
start         1
done          1
sumaG        18
-- path summary, 6_finish.rpt --
path | endpoint | start | slack, ns
max | sumaB[14] | data[0] | 2.26
min | start | start | 0.47
max reg2reg | res[0] | sumaR[4] | 2.86
min reg2reg | start | start | 0.47
-- cells by family (layout without fill, tap and decap cells) --
group | count (synthesis) | count (layout) | share of synthesized area (%)
compound gates | 182 | 182 | 20.1
simple gates | 218 | 218 | 18.0
mux | 1 | 1 | 0.171
buf+inv | 71 | 103 | 4.75
fa+ha+maj | 72 | 72 | 15.8
flops | 90 | 90 | 36.6
xor+xnor | 31 | 31 | 4.64
-- routing by layer --
| metal | share of wire, % | wire length (um) | vias up |
|---|---|---|---|
| met3 | 4.3 | 575 | 14 |
| li1 | - | - | 2489 |
| met1 | 53 | 7020 | 2249 |
| met4 | 1.7 | 231 | 0 |
| met2 | 41 | 5420 | 104 |
| met5 | 0 | 0 | - |
-- power by group --
part | internal [mW] | switching [mW] | total [mW]
sequential | 0.879 | 0.150 | 1.03
combinational | 0.478 | 0.622 | 1.10
clock | 0.499 | 0.268 | 0.766
-- tightest hold or removal path, delay by kind of cell, from the launching register on --
family	cells	cell delay, ns
flip-flops	1	0.32
AND/OR/NAND/NOR	2	0.12
Power is estimated from default activity; no workload was simulated.
