==> flow/design.v <==
`timescale 1ns / 1ps
module pwm(
    input enable,
    input [31:0] period,    
    input [31:0] dutty,     
    input clk,
    output reg pwm = 0
    );
reg[23:0] counter=23'd0;  
reg [31:0] countera =31'd0;  
reg clk_1M;
reg rst_counteraa=0;
initial begin
counter = 0;
clk_1M= 0;
countera =0;
end
always @(posedge clk) begin
    if(counter == 50) begin   
        clk_1M = ~clk_1M;
        counter =0;
    end
    else begin
    counter = counter +1;
    end
end
always @(posedge clk_1M) begin
    if(rst_counteraa)
    countera <= 0;
    else countera = countera +1;
end
   parameter INITIAL = 2'b00;
   parameter PWM_on = 2'b01;
   parameter PWM_off = 2'b10;
   reg [1:0] cs = 2'b00;
   always @(negedge clk_1M)
         case (cs)
            INITIAL : begin
               rst_counteraa <= 1;
               pwm <= 0;
               if (enable)
                  cs <= PWM_on;
               else
                  cs <= INITIAL;
            end
            PWM_on : begin
                rst_counteraa <= 0;
                pwm <= 1;
               if (countera <= dutty )
                  cs <= PWM_on;
               else
                  cs <= PWM_off;
            end
            PWM_off : begin
                rst_counteraa <= 0;
                pwm <= 0;
               if (countera <= period)
                  cs <= PWM_off;
               else
                  cs <= INITIAL;
            end
            default:
                    cs <= INITIAL;
         endcase
endmodule
==> flow/run.sh <==
#!/bin/bash
# OpenROAD 26Q1-2900-gdf79404cd8, Yosys 0.63+post, stock flow scripts
make -C /OpenROAD-flow-scripts/flow DESIGN_CONFIG=/design/flow/config.mk WORK_HOME=/design/flow/orfs finish
==> flow/config.mk <==
export PLATFORM = sky130hd
export DESIGN_NAME = pwm
export DESIGN_NICKNAME = pwm
export VERILOG_FILES = /design/flow/design.v
export SDC_FILE = /design/flow/constraint.sdc
export NUM_CORES = 4
export LEC_CHECK = 1
export CORE_UTILIZATION = 40
==> flow/constraint.sdc <==
current_design pwm

set clk_period 3.5
set clk_io_pct 0.2

create_clock -name clk0 -period $clk_period [get_ports {clk}]

set non_clock_inputs [all_inputs -no_clocks]
set_input_delay [expr $clk_period * $clk_io_pct] -clock clk0 $non_clock_inputs
set_output_delay [expr $clk_period * $clk_io_pct] -clock clk0 [all_outputs]
==> results_slide.txt <==
Physical Implementation Snapshot

Placement
  • Buffers on Ports: 66
  • Detailed placer's ending HPWL: 6690 um
  • Dpl cell area: roughly 5000 sq um
  • Last weighted congestion value of the routability-driven placer: ~0.81

CTS
  • CTS tree: done
  • Post-cts hold-fix buffer tally: 0
  • Root buffer cell: sky130_fd_sc_hd__clkbuf_8
  • Number of CTS-inserted buffers: 3
  • Post-CTS Repair Setup Buffers: 0
  • Post-CTS sizing: 0
  • Clock slew seen by the registers of the worst setup and hold paths: roughly 0.080 ns
  • Insertion delay to the later sink of the worst-skew pair: ~0.26 ns
  • Number of H-tree levels: 1
  • Longest Clk Path Bufs: 2

Setup path
  • Worst EP arrival: around 1.9 ns
  • Worst-path fanout max: 5
  • Type of element capturing the critical path: flip-flop
  • Max stage delay cell, worst path: sky130_fd_sc_hd__nor3_1
  • Slowest cell delay on critical path: between 0.4 and 0.5 ns
  • Worst-path cell chain: nand3_1 -> or2_2 -> nor3_1 -> nand2_1 -> xnor2_1
  • Kind of start point of the critical path: flip-flop
  • Critical path type: flip-flop to flip-flop
  • Required time at the worst-slack endpoint: approximately 3.7 ns

Detailed routing
  • Drt pass-1 iters: 4
  • Total via count after detailed routing: around 3,400
  • Final routed wire length divided by cell count: about 12 um
  • WL final: 8120 um
  • Antenna Diode Count: 0
  • Remaining antenna violation count: 0
  • DRC violation count after routing: 0
  • Iteration-0 DRC Markers: between 60 and 70
  • Vias per std cell: around 4.8

STA
  • Final hold vios: 0
  • Setup repair after global routing missed its margin: no
  • Final count of negative-setup-slack endpoints: 0
  • Skew final: 0.00172 ns
  • Cycle use final: 48.8%
  • Worst slew margin relative to its limit: a little under three fifths
  • Worst Hold Margin: 0.469 ns
  • Number of unconstrained endpoints: 39
  • Number of register pins that no clock reaches: 36
  • Measured slew at the worst slew-check pin: approximately 0.66 ns
  • Maximum clock frequency: around 0.59 GHz
  • Final setup TNS: 0 ns
  • Final critical-path required period: 1.71 ns
  • Max-slew violation count: 0

Floorplan
  • Total I/O pin count: roughly 67
  • Placeable core region: slightly below 10,000 sq um
  • Die Span Y: 104 um
  • Starting density of the core: a little over two fifths
  • Die area: about 11,000 sq um
  • Horizontal extent of the die: 104 um
  • Std cell rows: 36

Logic synthesis
  • Synth top area cells: sky130_fd_sc_hd__dfxtp_1, sky130_fd_sc_hd__ha_1, sky130_fd_sc_hd__inv_1
  • Post-synthesis adder-cell area fraction: between 20% and 30%
  • Mux share: 0%
  • Cells after synthesis: between 500 and 600
  • Synth async-reset ratio: 0%
  • Largest area contributor in the netlist: sky130_fd_sc_hd__dfxtp_1
  • Ys cells: a little over 500
  • Chip area in the Yosys report: 4150 sq um
  • Mean instance size in the synthesized netlist: 8.23 sq um
  • Yosys top cell by instances: sky130_fd_sc_hd__inv_1
  • Top cell area share: 28.0%
  • Share of the yosys chip area belonging to registers: 30.2%
  • Yosys cell types: 38
  • Commonest register cell after synthesis: sky130_fd_sc_hd__dfxtp_1
  • Cell area after technology mapping: approximately 4100 sq um
  • XOR/XNOR Area Share: 10.1%
  • Aoi/oai-family share of the synthesized area: a little under 9%
  • Post-synth regs: 61
  • Synth warnings: 1
  • Largest non-sequential cell family by area: simple AND/OR/NAND/NOR gates
  • Post-synthesis share of cell area spent on and, or, nand and nor gates: between 20% and 30%
  • Flip-flops with a built-in enable: 3
  • Top post-synthesis cells by count: sky130_fd_sc_hd__inv_1, sky130_fd_sc_hd__ha_1, sky130_fd_sc_hd__dfxtp_1, sky130_fd_sc_hd__nor2_1, sky130_fd_sc_hd__nand2_1

Job
  • Reported max-cap violation count: 0
  • Number of warnings the tools reported: 29

Final layout
  • Final core utilization: around 51%
  • Layout cells sized above 1: between 2 and 3%
  • Post-route cell area: 5020 sq um
  • Area overhead of the layout relative to synthesis: 21.1%

Power and ir drop
  • Static Leakage: approximately 0.0022 uW
  • Internal power consumption: 453 uW
  • Flop pwr share: around half
  • Max IR drop VDD: ~240 uV
  • Net load switching power: roughly 120 uW
  • Proportion of power drawn by combinational gates: between 20% and 30%
  • Sw Ratio: 21.5%
  • Fraction of power consumed by the clock network: 27.8%
  • Power Dens Cells: roughly 110 nW/um^2

Global route
  • Largest net degree at the start of global routing: 34
  • Initial antenna violation count: 0
  • GRT overflow: 0
  • First-pass GRT wire length: about 14,000 um
  • Global router's overall resource usage: 15.5%
  • Via count of the first global-routing pass: about 3,100

Status
  • Run status: finished clean

Hold path
  • Class of the worst hold path: flip-flop to flip-flop
==> cell families after synthesis <==
group | after synthesis
xor gates and xnor gates | 48
adders and majority gates | 71
buffers and inverters | 79
DFF | 61
and+or+nand+nor | 187
AOI/OAI and AO/OA | 58
==> cell usage in the layout (no fill, tap or decap), drive strengths merged, types with 5 or more instances in the layout <==
cell type / n
nand4: 18
a21oi: 29
nand3: 25
dfxtp: 58
or3: 5
xnor2: 31
inv: 76
nand2: 44
xor2: 17
ha: 71
nor3: 14
and4: 7
nor4: 9
clkdlybuf4s50: 66
nor2: 49
and3: 8
o21ai: 11
==> through the flow <==
step | power (uW) | worst slack (ns) | cells
after global placement | 423 | 1.80 | 702
final | 578 | 1.79 | 706
after floorplan | 341 | 2.01 | 504
after CTS | 585 | 1.75 | 706
after detailed placement | 425 | 1.78 | 702
after global routing | 608 | 1.57 | 706
==> final timing paths <==
| check | end | cells after the start | slack (ns) | startpoint |
|---|---|---|---|---|
| worst min-delay path | counter[23]$_SDFF_PN0_ | 1 | 0.47 | counter[23]$_SDFF_PN0_ |
| worst min register to register | counter[23]$_SDFF_PN0_ | 1 | 0.47 | counter[23]$_SDFF_PN0_ |
| worst max register to register | counter[18]$_SDFF_PN0_ | 5 | 1.79 | counter[6]$_SDFF_PN0_ |
| worst max-delay path | counter[18]$_SDFF_PN0_ | 5 | 1.79 | counter[6]$_SDFF_PN0_ |
==> worst max-delay path, delay by kind of cell (launching register included) <==
family	cells	cell delay, ns
xor gates and xnor gates	1	0.15
DFF	1	0.39
and+or+nand+nor	4	1.06
==> power groups by stage <==
stage / sequential [uW] / clock (uW) / combinational (uW)
6_report: 286 / 160 / 132
4_1_cts: 286 / 166 / 133
5_1_grt: 286 / 175 / 148
==> layout make-up <==
type | count | area (sq um)
Inverter | 76 | 285
Multi-Input combinational cell | 364 | 2600
Tap cell | 133 | 166
Clock buffer | 4 | 45.0
Fill cell | 922 | 4880
Timing Repair Buffer | 68 | 676
Sequential cell | 61 | 1250
==> sequential cells by signal, summed over array words and instances, names as in the netlist <==
signal         flops
pwm                1
cs                 2
counter           24
countera          32
clk_1M             1
rst_counteraa      1
==> routing by layer <==
metal	global-route usage [%]	wire length, um	vias up
li1	-	-	1858
met1	23.5	4240	1490
met2	25.4	3610	39
met3	1.60	248	2
met4	0.918	21	0
met5	0	0	-
Power figures rest on the tool's default switching activity, not on a simulated workload.
