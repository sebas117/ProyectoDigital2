[flow/run.sh]
#!/bin/bash
# OpenROAD 26Q1-2900-gdf79404cd8, Yosys 0.63+post, stock flow scripts
make -C /OpenROAD-flow-scripts/flow DESIGN_CONFIG=/design/flow/config.mk WORK_HOME=/design/flow/orfs finish
[flow/constraint.sdc]
current_design procesamiento

set clk_period 3.8
set clk_io_pct 0.2

create_clock -name clk0 -period $clk_period [get_ports {clk}]

set non_clock_inputs [all_inputs -no_clocks]
set_input_delay [expr $clk_period * $clk_io_pct] -clock clk0 $non_clock_inputs
set_output_delay [expr $clk_period * $clk_io_pct] -clock clk0 [all_outputs]
[flow/config.mk]
export PLATFORM = sky130hd
export DESIGN_NAME = procesamiento
export DESIGN_NICKNAME = procesamiento
export VERILOG_FILES = /design/flow/design.v
export SDC_FILE = /design/flow/constraint.sdc
export NUM_CORES = 4
export LEC_CHECK = 1
export CORE_UTILIZATION = 40
[flow/design.v]
`timescale 10ns / 1ns
module procesamiento#(
		parameter n = 120,   
		parameter m = 160,   
		parameter AW = 15,		  
	    parameter DW = 12		  
		)
		(
		clk,
		rst,
		init_procesamiento,
		proc_addr_in,  
	    proc_data_in,  
	    color,
	    figure,
	    done
   );
        input clk;
		input rst;
		input init_procesamiento;
		output reg [AW-1: 0] proc_addr_in=15'b1111_1111_1111_111;  
	    input [DW-1: 0] proc_data_in;  
		output reg [1:0] color=0; 
		output reg [1:0] figure=0;
		output reg  done=0;
		reg [18:0] R;
		reg [18:0] G;
		reg [18:0] B;
		localparam min_R=0;
		localparam min_G=0;
		localparam min_B=0;
localparam INIT=0,ADD_COL=1,SEL_COL=2,ADD_ACH_MAY=3,DONE_state=4,CARGAR_DATO=5,NOTHING=6, imaSiz=19200;
reg Done_sig=0,Add_Anc_May=0, Sel_Color=0, Add_Columna=0, Cargar_Dato=0, Reset=0;
reg [2:0]status=0;
reg was_init_procesamiento=0;  
reg aux_init_procesamiento=0;  
reg enable=1;
reg [7:0] col=0;
reg [6:0] fil=1;
localparam min_ancho_actual=7;
reg [7:0] ancho_actual=0;
reg [7:0] ancho_anterior=0;
reg [6:0] ancho_mayor=0;
reg [6:0] fila_valida=0;
always @(negedge clk) begin
    if(rst|Reset) begin
        color<=0; 
        figure<=0;
        done<=0;
        col<=1;
        fil<=1;
        ancho_actual<=0;
        ancho_anterior<=0;
        ancho_mayor<=0;
        fila_valida<=0;
        R<=0;
        G<=0;
        B<=0;
        aux_init_procesamiento<=0;
        proc_addr_in<=15'b1111_1111_1111_111;
        end
        else begin
        if(Cargar_Dato) begin
          proc_addr_in=proc_addr_in+1;
        end
        else if(Done_sig) begin
        done<=1;
        aux_init_procesamiento<=0;
        if(ancho_actual>min_ancho_actual)begin 
                fila_valida<=fila_valida+1;
                if(ancho_anterior<ancho_actual)ancho_mayor<=ancho_mayor+1;
            end
        if(R>G&R>B) color<=1;  
        else if(G>R&G>B) color<=2;  
        else if(B>R&B>G) color<=3;  
        else color<=0;
        if(fila_valida>=ancho_mayor&ancho_mayor>(fila_valida>>1)) figure<=1;  
        else if((fila_valida>>1)>=ancho_mayor&ancho_mayor>(fila_valida>>2)) figure<=2;  
        else if(fila_valida>0) figure<=3;  
        else figure<=0;
        end
        else if (Add_Anc_May)begin
        fil<=fil+3;
        proc_addr_in<=proc_addr_in+2*m;
        col<=0;
            if(ancho_actual>min_ancho_actual)begin 
                fila_valida<=fila_valida+1;
                if(ancho_anterior<ancho_actual)ancho_mayor<=ancho_mayor+1;
            end
        ancho_anterior<=ancho_actual;
        ancho_actual<=0;       
        end
        else if (Sel_Color)begin
         ancho_actual<=ancho_actual+1;
         R<=R+proc_data_in[11:8];
        G<=G+proc_data_in[7:4];
        B<=B+proc_data_in[3:0];
        end 
        else if (Add_Columna)begin
        col<=col+1; 
        end
    end        
end
always @(posedge clk)begin
    if(rst|Reset)begin
    status<=0;
    Done_sig<=0;
    Add_Anc_May<=0; 
    Sel_Color<=0; 
    Add_Columna<=0; 
    Cargar_Dato<=0;
    Reset<=0;
    enable<=1;
    was_init_procesamiento<=0;
    end
    else begin
     case (status)
         INIT:begin
         Done_sig<=0;
         Add_Anc_May<=0;
         Sel_Color<=0;
         Add_Columna<=0;
         Cargar_Dato<=0;
         if((~was_init_procesamiento)|enable)begin
            if(init_procesamiento|enable)begin
               was_init_procesamiento<=1;
               Reset<=0;
               status<=CARGAR_DATO;
               enable<=0;       
            end
         aux_init_procesamiento<=init_procesamiento;
         end
         if(~init_procesamiento) Reset<=1;
         end
         CARGAR_DATO:begin 
         Done_sig<=0;
         Add_Anc_May<=0;
         Sel_Color<=0;
         Add_Columna<=0;
         Cargar_Dato<=1;
         if(proc_data_in[11:8]>=min_R|proc_data_in[7:4]>=min_G|proc_data_in[3:0]>=min_B) begin 
         status<=SEL_COL;
         end
         else if(col>=m) begin
         status<=ADD_ACH_MAY;
         end
         else status<=ADD_COL;
         end
         SEL_COL: begin
         Done_sig<=0;
         Add_Anc_May<=0;
         Sel_Color<=1;
         Add_Columna<=0;
         Cargar_Dato<=0;
         if(col>=m)begin
         status<=ADD_ACH_MAY;
         end
         else status<=ADD_COL;
         end
         ADD_ACH_MAY:begin
         Add_Anc_May<=1;
         Sel_Color<=0;
         Add_Columna<=0;
         Cargar_Dato<=0;
         status<=ADD_COL;
         end
         ADD_COL:begin 
         Done_sig<=0;
         Add_Anc_May<=0;
         Sel_Color<=0;
         Add_Columna<=1;
         Cargar_Dato<=0;
         if(fil>n) status=DONE_state;
         else status=CARGAR_DATO;      
         end
         DONE_state:begin
             Done_sig<=1;
             Add_Anc_May<=0;
             Sel_Color<=0;
             Add_Columna<=0;
             Cargar_Dato<=0;
             was_init_procesamiento<=0;
         status<=NOTHING;
         end
         NOTHING:begin
             if(init_procesamiento)begin
                 status<=INIT;
                 enable<=1;
                 Reset<=1;  
              end
         end
         default: status<=INIT;
    endcase
 end
end
endmodule
==> run notes <==
The following summarizes the physical implementation.

Outcome
The flow ran to the end, but the final reports show violations. The checks that failed: negative setup slack.

Routing
The violation tally from detailed-route iteration zero is about 360. The detailed-routing iteration count for the pre-antenna-repair pass is 4. The number of vias in the routed layout is a little over 7000. The detailed-route vias per instance is 4.84. The number of antenna diodes is 0. The per-cell routed wire length is 12.2 µm. The post-detailed-routing wire length is 17900 µm. Per the post-route antenna check, the number of violating nets is 0. The script parses the final routing iteration and logs DRC violations as 0.

Yosys
The number of warnings reported in the yosys synthesis log is 1. The leading cell type by number of instances after synthesis is dfxtp_1. The post-synthesis cell area is a little under 8000 µm². The post-synthesis sequential element count is 133. The fraction of the yosys area taken by sequential cells is 33.7%. The biggest area contributor in the post-synthesis netlist is dfxtp_1. Yosys attributes the largest share of cell area to dfxtp_1, ha_1, xnor2_1, nor2_1, a21oi_1.

The number of library cell types mapped by synthesis is 62. Per the post-synthesis report, the number of cells in the design is 949. For reference, the top cells by count after synthesis are dfxtp_1, nor2_1, ha_1.

For this run, the leading register cell type out of synthesis is dfxtp_1. The number of cells reported by Yosys stat comes to 949. The area share of the largest cell type after synthesis is between 30 and 40%. The synthesized design contains 0 enable-type register cells.

After synthesis, the mean cell area works out to 8.33 µm². The async set-or-reset flop fraction in the synthesized netlist is 0%. The summed standard-cell area reported by yosys is between 7000 and 8000 µm².

Clock tree
The root buffer cell is clkbuf_16. TritonCTS built the clock tree. In this run, CTS created clock tree buffers numbering 17. The clock transition at the registers of the reported paths is 40 ps. For this design, the sink count on the clock tree is 133. The maximum buffer depth of the clock tree is 2. The H-tree depth reported by CTS is 4. Per the skew report, the later register of the worst-skew pair sees a clock latency of about 450 ps.

Worst setup path
The data required time reported for the critical path is 2230 ps. The critical path buffer and inverter count is 2. For reference, the critical path cell chain is buf_6 > ha_4 > inv_2 > fa_2 > nor2b_4 > o21ai_2 > a21oi_2 > and3_4 > nand3_2 > xor2_1 > nor2_1. The timing report attributes the biggest portion of critical-path delay to simple AND/OR/NAND/NOR gates.

The endpoint kind of the worst setup timing path is a flip-flop. STA classifies the critical path startpoint as an input pin. Of all nets on the critical path, the largest fanout is 3. On the critical path the data arrives at 2290 ps. The library cell contributing the largest single delay on the critical path is fa_2. Among all stages on the critical path, the maximum delay recorded is between 300 and 400 ps. The setup path with the least slack is of type input pin to flip-flop.

Global routing
The via count of the first global-routing pass was 6864. Entering global routing, the biggest net connects 33 pins. The number of antenna violations at the first check in global routing is 0. The global-route wire length before repair is a little over 30000 µm. The global-route congestion overflow total is 0. Total global-route track usage over all layers is a little under a fifth.

Die
The initial standard-cell utilization of the core is 40.7%. The area enclosed by the die boundary is ~20000 µm². During I/O placement, the number of pins put on the boundary was 35. The placeable core area is 19400 µm². The height of the die is between 100 and 150 µm. The die extent in x is about 140 µm. The number of rows created at floorplan is 51.

Place
Detailed placement reports a standard cell area of 9140 µm². The worst setup slack before clock tree synthesis is -1060 ps. The port buffer count is 34. The congestion estimate from routability-driven global placement came to 0.886.

The detailed-placement wirelength estimate is 12700 µm.

Finish
Between the synthesized netlist and the finished layout, the area growth was recorded as 34.3%. The number of filler cells placed in the layout is approximately 1800. The post-route netlist has 18.1% of its cells at a drive strength greater than 1.

With fillers left out, the area of the finished cells amounts to between 10000 and 15000 µm². The core occupancy in the finished layout is 54.7%.

STA
The post-route setup TNS is -164 ps. After layout, the worst setup slack is -56.1 ps. Setup repair after global routing could not meet its margin everywhere. The final worst clock skew is roughly 42 ps. Looking at the max-slew report, the worst-margin pin has a slew of between 500 and 600 ps. The worst max-slew margin expressed relative to the limit is 61.3%. From the final report, the count of setup violators was given as 4. The number of endpoints with negative hold slack in the final report is 0. In the final report, the number of pins over their slew limit comes to 0.

Power and ir drop
The sequential fraction of design power is 35.8%. The power density over the cells is 418 nW/µm². The internal portion of the total power is 2.98 mW.

Per the breakdown, switching nets consume 32.8% of all power. The final power report lists total power as 4.43 mW. The leakage component of the power was reported as 4.71 nW.

Of the total power, the clock network draws 47.3%. The combinational share of power is 16.9%. The switching power is 1.45 mW.

The worst supply voltage drop on vdd is 305 µV.

Run
The reported max-cap violation count is 0. The number of warnings reported in the stage logs is 153.

Min path
The worst hold path belongs to the class flip-flop to flip-flop.
==> tightest hold or removal path, cell delays in order (launching register included) <==
cell and delay, ps:
dfxtp_1 290, nand2_1 50, a21oi_1 50
==> sequential cells by signal (all words and copies together) (netlist names), 3 cells and up <==
name	flops
ancho_mayor	7
fila_valida	7
ancho_anterior	8
status	3
G	19
col	8
fil	7
ancho_actual	8
R	19
B	19
proc_addr_in	15
==> power groups by stage <==
stage                 sequential, mW  clock [mW]  combinational (mW)
after CTS                       1.59        2.19               0.746
after global routing            1.60        2.37               0.842
final                           1.59        2.10               0.750
==> layout by cell type, fill, tap and decap left out, types with 35 or more instances in the layout <==
cell type,instances
inv_1,198
dfxtp_1,115
nor2_1,107
ha_1,92
nand2_1,76
buf_4,68
a21oi_1,65
nand3_1,47
xnor2_1,43
o21ai_0,35
==> area by class of cell <==
| type | count | area [µm²] | share of cell area, % |
|---|---|---|---|
| inverters | 82 | 308 | 2.90 |
| multi-input cells | 708 | 5230 | 49.2 |
| flip-flops and latches | 133 | 2690 | 25.3 |
| clock inverters | 136 | 581 | 5.47 |
| well taps | 265 | 332 | 3.12 |
| clock buffers | 18 | 450 | 4.24 |
| repair buffers | 116 | 1030 | 9.71 |
==> timing repair <==
action                                  CTS  global route
resized                                 100            26
buffers inserted                         20             7
hold buffers                              0             0
pin swaps                                41            41
endpoints found under the hold margin     0             0
endpoints found under the setup margin   67            36
==> cell families (layout without fill, tap and decap cells) <==
| kind of cell | after synthesis | in the layout | share of synthesized area [%] |
|---|---|---|---|
| and+or+nand+nor | 343 | 343 | 21.0 |
| AOI/OAI and AO/OA | 173 | 173 | 13.4 |
| DFF | 133 | 133 | 33.7 |
| buffers and inverters | 108 | 352 | 5.21 |
| adders and majority gates | 107 | 107 | 17.2 |
| xor gates and xnor gates | 79 | 79 | 8.76 |
| muxes | 6 | 6 | 0.776 |
==> per-stage QoR <==
step                hold WS [ps]  instances
floorplan                    416        949
global placement             441       1279
detailed placement           451       1279
CTS                          455       1452
global route                 476       1458
finish                       452       1458
==> final timing paths <==
path | start | slack (ps) | depth (start not counted) | end
max reg2reg | Cargar_Dato | 60 | 8 | B[16]
min reg2reg | ancho_anterior[0] | 450 | 2 | ancho_anterior[0]
max | proc_data_in[0] | -60 | 11 | B[16]
min | ancho_anterior[0] | 450 | 2 | ancho_anterior[0]
==> metal layers <==
metal	up-vias	part of all wire [%]	GRT usage (%)
li1	3763	-	-
met1	3192	52	26.9
met2	93	44	28.2
met3	13	3.1	5.17
met4	0	1.0	6.40
met5	-	0	0
Power and IR drop assume default switching activity.
